==> ./design.v <==
module router_register (
    input clock, resetn, pkt_valid, fifo_full, rst_int_reg, detect_add, 
    ld_state, laf_state, full_state, lfd_state,
    input [7:0] data_in,
    output reg parity_done, low_pkt_valid, err,
    output reg [7:0] dout
);
    reg [7:0] header_byte;
    reg [7:0] internal_parity;
    reg [7:0] packet_parity;
    always @(posedge clock) begin
        if (!resetn) begin
            dout <= 8'b0;
            err <= 1'b0;
            parity_done <= 1'b0;
            low_pkt_valid <= 1'b0;
            internal_parity <= 8'b0;
            header_byte <= 8'b0;
            packet_parity <= 8'b0;
        end
        else begin
            if (detect_add && pkt_valid) begin	 
                header_byte <= data_in;
            end
            if (lfd_state) begin	 
                dout <= header_byte;
            end
            if (ld_state && !fifo_full) begin	 
                dout <= data_in;
                internal_parity <= internal_parity ^ data_in;
            end
            if (ld_state && fifo_full) begin	 
                packet_parity <= data_in;
            end
            if (laf_state) begin
                dout <= packet_parity;
            end
            if (ld_state && !pkt_valid) begin	 
                low_pkt_valid <= 1'b1;
            end
            if (rst_int_reg) begin
                low_pkt_valid <= 1'b0;
            end
            if (ld_state && !fifo_full && !pkt_valid) begin	 
                parity_done <= 1'b1;
            end
            if (laf_state && low_pkt_valid && !parity_done) begin
                parity_done <= 1'b1;
            end
            if (detect_add) begin
                parity_done <= 1'b0;
            end
            if (parity_done) begin
                err <= (internal_parity != packet_parity);
            end
        end
    end
endmodule
==> ./run.sh <==
#!/bin/bash
# OpenROAD 26Q1-2900-gdf79404cd8, Yosys 0.63+post, stock flow scripts
make -C /OpenROAD-flow-scripts/flow DESIGN_CONFIG=/design/flow/config.mk WORK_HOME=/design/flow/orfs finish
==> ./config.mk <==
export PLATFORM = sky130hd
export DESIGN_NAME = router_register
export DESIGN_NICKNAME = router_register
export VERILOG_FILES = /design/flow/design.v
export SDC_FILE = /design/flow/constraint.sdc
export NUM_CORES = 4
export LEC_CHECK = 1
export CORE_AREA = 10 10 114 114
export DIE_AREA = 0 0 124 124
==> ./constraint.sdc <==
current_design router_register

set clk_period 2.7
set clk_io_pct 0.2

create_clock -name clk0 -period $clk_period [get_ports {clock}]

set non_clock_inputs [all_inputs -no_clocks]
set_input_delay [expr $clk_period * $clk_io_pct] -clock clk0 $non_clock_inputs
set_output_delay [expr $clk_period * $clk_io_pct] -clock clk0 [all_outputs]
==> results_dict.tcl <==
# yosys + openroad results
set metrics [dict create \
    wirelength_um 4180 \
    grt_pass1_wl_um 7070 \
    io_pins 29 \
    max-vdd-ir-drop_v 0.000164 \
    simple_gate_area_frac 0.241 \
    cts.reportedPaths.clkPinSlew_ns 0.07 \
    syn_area_mm2 0.00157 \
    grt_max_degree 22 \
    warnings 26 \
    final_cell_mix "nand2_1 (40), dfxtp_1 (35), clkdlybuf4s50_1 (27), nand3_1 (16), a21boi_0 (16)" \
    ctsResizeCount 0 \
    grtUsageTotal 0.0566 \
    postCtsHoldBufs 0 \
    mux_share 0 \
    max_slew_margin 0.656 \
    firstDrtPassIters 4 \
    cp-start-kind "primary input" \
    h-tree-depth 2 \
    ys_area_mm2 0.00157 \
    fp_util 0.151 \
    startpoint "ld_state" \
    dieArea_mm2 0.0154 \
    grt_pass1_vias 1364 \
    fin_skew_ns 0.00439 \
    ff2ff_path_depth 4 \
    viasPerCell 3.84 \
    clockBufferDepth 2 \
    hp-class "flip-flop to flip-flop" \
    finalSetupViolations 0 \
    max_stage_delay_ns 0.42 \
    ant_nets 0 \
    hold_violations 0 \
    drt_first_iter_violations 98 \
    cp-end-kind "flip-flop" \
    criticalPathCategory "primary input to flip-flop" \
    ys_sh_adder 0 \
    cts_tree "done" \
    avgRoutedWirePerCell_um 12.0 \
    power_density_mw_per_mm2 524 \
    finalCriticalPeriod_ns 1.90 \
    r2r_start "packet_parity[4]$_SDFFE_PN0P_" \
    whs_ns 0.455 \
    fillers 1145 \
    worst_ep_arrival_time_ns 2.12 \
    place_hpwl_um 3120 \
    slowest_stage "clkdlybuf4s50_1" \
    max_freq_mhz 527 \
    r2r_slack_ns 1.56 \
    finalClockPeriodUsage 0.703 \
    mostFrequentLayoutCell "nand2_1" \
    dr_total_vias 1334 \
    drive_above_1_share 0.0569 \
    clk_latency_ns 0.28 \
    portBuffers 27 \
    root_buffer "clkbuf_8" \
    postSynthAreaPerCell_um2 8.61 \
    netlist_instances 182 \
    synth_flops 35 \
    worst_slew_pin_slew_ns 0.516 \
    p_leak_nw 0.705 \
    path_max_fanout 11 \
    netlist_logic_family_top "simple AND/OR/NAND/NOR gates" \
    drcViolationCount 0 \
    worstPathRequired_ns 2.92 \
    tns_ns 0 \
    cp-endpoint "dout[7]$_SDFFE_PN0P_" \
    ys_types 26 \
    drv_cap 0 \
    core_area_mm2 0.0104 \
    dieWidth_um 124 \
    synth_warnings 1 \
    placementRows 37 \
    cts_buffers 5 \
    synthXorXnorAreaFrac 0.0894 \
    yosys.area_share.aoi 0.183 \
    die_h_um 124 \
    cts_setup_buffers 0 \
    ys_cells 182 \
    r2r_end "err$_SDFFE_PN0P_" \
    outcome "finished, final reports clean" \
    area_delta_synth_final_pct 32.2 \
    rsz0062_at_grt "no" \
    gp_congestion 0.794 \
    antenna_found_initial 0 \
    crit_chain "clkdlybuf4s50_1 -> buf_4 -> nand2b_1 -> nand2_1 -> a311o_1 -> a21boi_1" \
    diodes 0 \
    report.final.slew_viol_count 0 \
    cts_sinks 35 \
    grt-ovfl-total 0 \
    synth_seq_share 0.447 \
]
-- final cells by class --
| class | instances | area (µm²) | share of cell area |
|---|---|---|---|
| multi-input cells | 134 | 805 | 0.388 |
| well taps | 136 | 170 | 0.0821 |
| clock inverters | 1 | 5.00 | 0.00242 |
| clock buffers | 7 | 76.3 | 0.0368 |
| inverters | 2 | 7.51 | 0.00362 |
| flip-flops and latches | 35 | 701 | 0.338 |
| repair buffers | 32 | 308 | 0.149 |
-- metal layers --
metal  part of all wire  GRT usage  vias up
met2               0.51      0.105       25
met3              0.045     0.0133        5
met1               0.42     0.0651      626
li1                   -          -      678
met4              0.019    0.00935        0
met5                  0          0        -
-- stage by stage --
stage / setup slack [ns] / total power [mW] / area, µm² / cells / utilization
6_report: 0.802 / 1.09 / 2070 / 347 / 0.199
5_1_grt: 0.734 / 1.15 / 2070 / 347 / 0.199
4_1_cts: 0.802 / 1.10 / 2070 / 347 / 0.199
3_5_place_dp: 0.511 / 0.738 / 1990 / 339 / 0.191
3_3_place_gp: 0.512 / 0.736 / 1990 / 339 / 0.191
2_1_floorplan: 1.25 / 0.660 / 1570 / 182 / -
-- flip-flops by register name, indices dropped and copies added, names as in the netlist --
name             flops
parity_done          1
low_pkt_valid        1
header_byte          8
internal_parity      8
dout                 8
packet_parity        8
err                  1
-- worst min-delay path by stage --
| stage | start | to | slack [ns] | depth (start not counted) |
|---|---|---|---|---|
| after CTS | dout[2]$_SDFFE_PN0P_ | dout[2]$_SDFFE_PN0P_ | 0.46 | 2 |
| after global routing | header_byte[4]$_SDFFE_PN0P_ | header_byte[4]$_SDFFE_PN0P_ | 0.49 | 2 |
| final | dout[2]$_SDFFE_PN0P_ | dout[2]$_SDFFE_PN0P_ | 0.46 | 2 |
-- worst max-delay path: cells and delay by family --
kind / cells / cell delay (ns)
AND-OR/OR-AND: 2 / 0.52
AND/OR/NAND/NOR: 2 / 0.44
buffers and inverters: 2 / 0.61
-- synth_stat cells --
library cell	count	share of area
a311o_1	7	0.045
and3b_1	1	0.0056
nand2_1	40	0.096
xor2_1	3	0.017
nor2b_1	1	0.0040
nand4_1	1	0.0040
a21boi_1	7	0.034
nor3b_1	1	0.0048
nor4_1	2	0.0080
a31oi_1	1	0.0040
clkbuf_1	6	0.014
xnor2_1	13	0.073
inv_1	2	0.0048
nor2_1	7	0.017
and2_1	8	0.032
o21ai_0	4	0.013
nand2b_1	1	0.0040
a21boi_0	16	0.077
buf_4	3	0.014
a21oi_1	2	0.0064
buf_2	2	0.0064
nand3_1	16	0.051
dfxtp_1	35	0.45
nor3_4	1	0.010
nand3b_1	1	0.0048
a211oi_1	1	0.0048
-- logic make-up after synthesis --
| kind of cell | Yosys count |
|---|---|
| xor gates and xnor gates | 16 |
| buffers and inverters | 13 |
| AOI/OAI and AO/OA | 38 |
| and+or+nand+nor | 80 |
| DFF | 35 |
-- power by group --
group          switching [mW]  total (mW)  internal (mW)
logic                  0.0749       0.162         0.0870
clock network           0.181       0.362          0.181
registers              0.0184       0.562          0.544
total                   0.274        1.09          0.812
Power figures rest on the tool's default switching activity, not on a simulated workload.
