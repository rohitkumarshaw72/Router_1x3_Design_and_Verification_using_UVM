$ cat design.v
module router_fsm (
    input clock, resetn, pkt_valid, fifo_full, fifo_empty_0, fifo_empty_1, fifo_empty_2, parity_done, low_pkt_valid,
    input soft_reset_0, soft_reset_1, soft_reset_2,
    input [1:0] data_in,
    output reg detect_add, ld_state, laf_state, full_state, write_enb_reg, rst_int_reg, busy, lfd_state
);
    parameter DECODE_ADDRESS    = 4'b0000,
              LOAD_FIRST_DATA   = 4'b0001,
              LOAD_DATA         = 4'b0010,
              LOAD_PARITY       = 4'b0011,
              FIFO_FULL_STATE   = 4'b0100,
              LOAD_AFTER_FULL   = 4'b0101,
              WAIT_TILL_EMPTY   = 4'b0110,
              CHECK_PARITY_ERROR = 4'b0111;
    reg [3:0] current_state, next_state;
    always @(posedge clock) begin   
        if (!resetn)
            current_state <= DECODE_ADDRESS;
        else if (soft_reset_0 || soft_reset_1 || soft_reset_2)
            current_state <= DECODE_ADDRESS;
        else
            current_state <= next_state;
    end
    always @(*) begin
        detect_add = 0;
        ld_state = 0;
        laf_state = 0;
        full_state = 0;
        write_enb_reg = 0;
        rst_int_reg = 0;
        busy = 0;
        lfd_state = 0;
        case (current_state)
            DECODE_ADDRESS: begin
                detect_add = 1;
                if (pkt_valid && (data_in[1:0] == 2'b00 && fifo_empty_0) ||
                    (data_in[1:0] == 2'b01 && fifo_empty_1) ||
                    (data_in[1:0] == 2'b10 && fifo_empty_2)) begin
                    next_state = LOAD_FIRST_DATA;
                end else begin
                    next_state = DECODE_ADDRESS;
                end
            end
            LOAD_FIRST_DATA: begin
                lfd_state = 1;
                busy = 1;   
                next_state = LOAD_DATA;
            end
            LOAD_DATA: begin
                ld_state = 1;
                busy = 0;
                write_enb_reg = 1;   
                if (!pkt_valid)
                    next_state = LOAD_PARITY;
                else if (fifo_full)
                    next_state = FIFO_FULL_STATE;
                else
                    next_state = LOAD_DATA;
            end
            LOAD_PARITY: begin
                busy = 1;
                write_enb_reg = 1;   
                next_state = CHECK_PARITY_ERROR;
            end
            FIFO_FULL_STATE: begin
                busy = 1;
                full_state = 1;
                write_enb_reg = 0;   
                next_state = LOAD_AFTER_FULL;
            end
            LOAD_AFTER_FULL: begin
                laf_state = 1;
                busy = 1;
                write_enb_reg = 1;
                if (parity_done)
                    next_state = DECODE_ADDRESS;
                else if (low_pkt_valid)
                    next_state = LOAD_PARITY;
                else
                    next_state = LOAD_DATA;
            end
            WAIT_TILL_EMPTY: begin
                busy = 1;
                write_enb_reg = 0;
                next_state = (fifo_empty_0 || fifo_empty_1 || fifo_empty_2) ? DECODE_ADDRESS : WAIT_TILL_EMPTY;
            end
            CHECK_PARITY_ERROR: begin
                rst_int_reg = 1;
                busy = 1;
                if (!fifo_full)
                    next_state = DECODE_ADDRESS;
                else
                    next_state = FIFO_FULL_STATE;
            end
            default: next_state = DECODE_ADDRESS;
        endcase
end
endmodule
$ cat run.sh
#!/bin/bash
# OpenROAD 26Q1-2900-gdf79404cd8, Yosys 0.63+post, stock flow scripts
make -C /OpenROAD-flow-scripts/flow DESIGN_CONFIG=/design/flow/config.mk WORK_HOME=/design/flow/orfs finish
$ cat config.mk
export PLATFORM = sky130hd
export DESIGN_NAME = router_fsm
export DESIGN_NICKNAME = router_fsm
export VERILOG_FILES = /design/flow/design.v
export SDC_FILE = /design/flow/constraint.sdc
export NUM_CORES = 4
export LEC_CHECK = 1
export CORE_AREA = 10 10 70 70
export DIE_AREA = 0 0 80 80
$ cat constraint.sdc
current_design router_fsm

set clk_period 1.6
set clk_io_pct 0.2

create_clock -name clk0 -period $clk_period [get_ports {clock}]

set non_clock_inputs [all_inputs -no_clocks]
set_input_delay [expr $clk_period * $clk_io_pct] -clock clk0 $non_clock_inputs
set_output_delay [expr $clk_period * $clk_io_pct] -clock clk0 [all_outputs]
==> insert_results.sql <==
-- generated from flow reports
INSERT INTO impl_metrics (metric_group, metric, value, unit) VALUES
('hold_path', 'hold_class', 'reg -> reg', ''),
('finish', 'layout.cells.most_common', 'sky130_fd_sc_hd__clkdlybuf4s50_1', ''),
('synth', 'netlist_cell_types', '21', ''),
('placement', 'routabilityCongestion', '0.6636', ''),
('global_route', 'grt_pass1_wl', '1787', 'µm'),
('placement', 'io_buffers', '21', ''),
('global_route', 'globalRoute.totalOverflow', '0', ''),
('hold_path', 'hold_path.startpoint', 'current_state[0]$_DFF_P_', ''),
('final_timing', 'fin_setup_tns', '0', 'ns'),
('synth', 'netlist_instances', '37', ''),
('global_route', 'first_global_vias', '398', ''),
('final_timing', 'worstMarginPinSlew', '0.2746', 'ns'),
('final_timing', 'rsz0062_at_grt', 'false', ''),
('power_and_ir_drop', 'vdd_ir_drop_max', '0.3187', 'mV'),
('floorplan', 'dieWidth', '80', 'µm'),
('drt', 'finalWirelength', '1140', 'µm'),
('clock_tree', 'clk_pin_slew', '0.06', 'ns'),
('synth', 'yosys_warnings', '1', ''),
('global_route', 'globalRouteTotalUtil', '3.462', '%'),
('synth', 'ys_ff', '8', ''),
('floorplan', 'core', '3416', 'µm²'),
('floorplan', 'io_pins', '22', ''),
('setup_path', 'critPathArrivalTime', '1.19', 'ns'),
('finish', 'finalInstanceArea', '676.9', 'µm²'),
('hold_path', 'timing.hold.worst_path_depth', '2', ''),
('finish', 'max_flop_register', 'current_state', ''),
('flow_run', 'max_cap_violations', '0', ''),
('synth', 'ys_cells', '37', ''),
('clock_tree', 'cts_tree', 'yes', ''),
('final_timing', 'max_clock_freq', '0.6631', 'GHz'),
('setup_path', 'crit-reg2reg-launch', 'current_state[2]$_DFF_P_', ''),
('placement', 'dpl_cell_area', '638.1', 'µm²'),
('setup_path', 'worst-r2r-setup-slack', '0.65', 'ns'),
('clock_tree', 'cts-htree-levels', '1', ''),
('hold_path', 'min_to', 'current_state[4]$_DFF_P_', ''),
('finish', 'post_route_cells_drive_above_1_share', '20.63', '%'),
('floorplan', 'placementRows', '21', ''),
('power_and_ir_drop', 'static_leakage', '0.2533', 'nW'),
('setup_path', 'timing.reg2reg.worst_path_depth', '2', ''),
('clock_tree', 'hold_buffers', '0', ''),
('synth', 'ys_seq_share', '44.14', '%'),
('clock_tree', 'cts.sinks', '8', ''),
('finish', 'largest_registers', 'current_state: 8 flops', ''),
('synth', 'yosys_area', '362.8', 'µm²'),
('finish', 'largest_register_ff_count', '8', ''),
('setup_path', 'worstSetupEndpointType', 'output pin', ''),
('synth', 'postSynthAreaPerCell', '9.807', 'µm²'),
('drt', 'routed_via_density', '3.404', ''),
('power_and_ir_drop', 'p_total', '408.9', 'µW'),
('final_timing', 'skew', '0.006035', 'ns'),
('placement', 'final_hpwl_dp', '939.6', 'µm'),
('floorplan', 'design.die.area', '6400', 'µm²'),
('drt', 'detailroute.via_count', '371', ''),
('final_timing', 'worst_hold_slack', '0.4457', 'ns'),
('drt', 'dr.first_iter.drc_count', '17', ''),
('global_route', 'grt_start_max_net_pins', '8', ''),
('floorplan', 'initial_utilization', '10.62', '%'),
('drt', 'drt_pre_antenna_iters', '2', ''),
('drt', 'antenna_violating_nets_post_route', '0', ''),
('status', 'outcome', 'complete, no violations', ''),
('final_timing', 'max_slew_headroom', '81.55', '%'),
('clock_tree', 'cts_inserted_buffers', '3', ''),
('setup_path', 'critPathLaunchType', 'register', ''),
('flow_run', 'warning_count', '25', ''),
('final_timing', 'final_period_minus_worst_setup_slack', '1.508', 'ns'),
('drt', 'drt-wirelength-per-cell', '10.46', 'µm'),
('finish', 'area_delta_synth_final', '86.55', '%'),
('finish', 'final_cell_mix', '19 x sky130_fd_sc_hd__clkdlybuf4s50_1, 6 x sky130_fd_sc_hd__dfxtp_1, 3 x sky130_fd_sc_hd__nand2_1, 3 x sky130_fd_sc_hd__clkbuf_4', ''),
('synth', 'synth_area', '362.8', 'µm²'),
('global_route', 'antenna_found_initial', '0', ''),
('clock_tree', 'root_buffer', 'sky130_fd_sc_hd__clkbuf_4', '');
==> cells by family (layout without fill, tap and decap cells) <==
kind of cell,count (synthesis),in the layout,synth area share (%)
simple gates,20,20,39.65
flops,8,8,44.14
compound gates,7,7,14.14
buf+inv,2,28,2.070
==> critical path, cell delays in order (launching register included) <==
cell and delay [ns]:
sky130_fd_sc_hd__dfxtp_4 0.36, sky130_fd_sc_hd__or3_1 0.33, sky130_fd_sc_hd__dlygate4sd2_1 0.25
==> report_power, final <==
part | switching (mW) | internal [mW]
clock | 0.0695 | 0.0859
sequential | 0.000558 | 0.198
combinational | 0.0165 | 0.0380
==> per-layer routing <==
| metal | vias up | track usage (%) | share of wire [%] |
|---|---|---|---|
| met2 | 17 | 4.575 | 37 |
| met3 | 2 | 2.727 | 14 |
| met1 | 166 | 4.362 | 49 |
| met4 | 0 | 0.5282 | 0.35 |
| li1 | 186 | - | - |
| met5 | - | 0 | 0 |
==> cell usage after synthesis, drive strengths merged <==
cell type,count,area share (%)
nor2,2,2.1
nand2b,2,3.4
nor3,1,1.4
o31a,1,2.8
a31oi,1,1.7
o2111ai,1,2.4
nand3b,2,4.1
a21oi,2,2.8
a21boi,1,2.1
nand2,3,3.1
and3,2,3.4
nor4b,1,6.6
inv,2,2.1
nor3b,2,5.5
a31o,1,2.4
and2,2,4.1
or3,1,1.7
and3b,1,2.4
dfxtp,8,44
nor4,1,1.7
==> final cells by class <==
cell class | count | area [µm²]
Inverter | 2 | 7.507
Clock buffer | 3 | 22.52
Multi-Input combinational cell | 27 | 201.4
Fill cell | 393 | 2739
Timing Repair Buffer | 23 | 222.7
Sequential cell | 8 | 165.2
Tap cell | 46 | 57.56
==> how the worst max path moves through the flow <==
| stage | startpoint | end |
|---|---|---|
| after global routing | current_state[5]$_DFF_P_ | write_enb_reg |
| after CTS | current_state[5]$_DFF_P_ | write_enb_reg |
| final | current_state[5]$_DFF_P_ | write_enb_reg |
==> stage by stage <==
stage,utilization (%),setup WS [ns],std cells
2_1_floorplan,-,0.4767,37
3_3_place_gp,18.68,0.09629,105
3_5_place_dp,18.68,0.07889,105
4_1_cts,19.82,0.07603,109
5_1_grt,19.82,0.03464,109
6_report,19.82,0.09198,109
==> timing repair <==
item                       CTS  global route
setup endpoints to repair    2             0
resized                      6             0
buffers inserted             1             0
