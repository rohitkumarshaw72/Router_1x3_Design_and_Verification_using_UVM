[./design.v]
module router_fifo (
    input clock,
    input resetn,
    input write_enb,
    input soft_reset,
    input read_enb,
    input [7:0] data_in,
    input lfd_state,         
    output reg [7:0] data_out,
    output reg empty,
    output reg full
);
    parameter DEPTH = 16;
    parameter WIDTH = 9;
    reg [WIDTH-1:0] fifo_mem [DEPTH-1:0];
    reg [3:0] write_ptr, read_ptr;
    reg [4:0] count;  
    reg [7:0] payload_len;  
    always @(posedge clock) begin
        if (!resetn || soft_reset) begin
            write_ptr <= 0;
            read_ptr <= 0;
            count <= 0;
            empty <= 1;
            full <= 0;
            data_out <= 9'b0;
        end
        else begin
            if (write_enb && !full) begin
                fifo_mem[write_ptr] <= data_in;
                write_ptr <= write_ptr + 1;
                count <= count + 1;
            end
            if (read_enb && !empty) begin
                data_out <= fifo_mem[read_ptr];
                read_ptr <= read_ptr + 1;
                count <= count - 1;
                if (lfd_state) begin
                    payload_len <= fifo_mem[read_ptr][7:0];  
                end
                else if (payload_len > 0) begin
                    payload_len <= payload_len - 1;  
                end
            end
            full <= (count == DEPTH);
            empty <= (count == 0);
            if (count == 0 || payload_len == 0) begin
                data_out <= 9'bZ;
            end
        end
    end
endmodule
[./run.sh]
#!/bin/bash
# OpenROAD 26Q1-2900-gdf79404cd8, Yosys 0.63+post, stock flow scripts
make -C /OpenROAD-flow-scripts/flow DESIGN_CONFIG=/design/flow/config.mk WORK_HOME=/design/flow/orfs finish
[./config.mk]
export PLATFORM = sky130hd
export DESIGN_NAME = router_fifo
export DESIGN_NICKNAME = router_fifo
export VERILOG_FILES = /design/flow/design.v
export SDC_FILE = /design/flow/constraint.sdc
export NUM_CORES = 4
export LEC_CHECK = 1
export CORE_UTILIZATION = 30
[./constraint.sdc]
current_design router_fifo

set clk_period 5.8
set clk_io_pct 0.2

create_clock -name clk0 -period $clk_period [get_ports {clock}]

set non_clock_inputs [all_inputs -no_clocks]
set_input_delay [expr $clk_period * $clk_io_pct] -clock clk0 $non_clock_inputs
set_output_delay [expr $clk_period * $clk_io_pct] -clock clk0 [all_outputs]
==> summary.txt <==
run metrics: maximum fanout encountered on the critical timing path=19, share of the cycle needed by the critical path after routing=between 50 and 60%, gpl congestion=approximately 0.79, TritonCTS buffer count=17, list of cells traversed by the critical path=clkdlybuf4s50_1 > nand2b_1 > buf_4 > or3_1 > nor2_1, maximum vdd ir drop=0.155 mV, total setup buffers inserted after CTS=0, result of the run=finished, final reports clean, vias in the first global route=approximately 3,500, CTS max path bufs=2, minimum setup slack after placement=approximately 2500 ps, Syn-to-layout area delta=15.8%, total core area=~21,000 um^2, detailed-route DRC error count=0, antenna violations before repair=0, post-route met1 wirelength=4810 um, dominant synthesized flop cell=edfxtp_1, post-cts sizing count=0, sequential cell area fraction in the yosys report=71.0%, number of warnings in the stage logs=29, min cycle time layout=roughly 3000 ps, sequential cell area in the final layout=about 4600 um^2, RSZ-0062 raised after global routing=false, share of cells above drive strength 1=between 15 and 20%, starting density of the core=a little under a third, Final Max-Slew Violation Tally=0, tally of nets with antenna violations remaining after routing=0, post-route clock skew=around 15 ps, detailed-routing iteration count for the pre-antenna-repair pass=5, power per standard cell area=about 310 nW/um^2, maximum achievable frequency=~340 MHz, post-route worst setup slack=between 2000 and 3000 ps, most repeated cell in the gate-level netlist after synthesis=edfxtp_1, Die W=149 um, cell area after layout=between 7000 and 8000 um^2, Tot GR Track Use=roughly 13%, Pleak=around 0.0024 uW, clock latency of the later-clocked register in the worst-skew pair=420 ps, number of vias after detailed routing=approximately 3,300, number of setup violations in the final report=0, critical path startpoint category=input pin, commonest cells in the netlist=edfxtp_1 (136), nor2_1 (37), dfxtp_1 (27), mux4_2 (24), nand2_1 (21), data arrival time of the critical path=~3000 ps, hold path startpoint=count[4], die y size=149 um, Top Family by Delay on Critical Path=simple AND/OR/NAND/NOR gates, fraction of post-synthesis cell area in the top cell type by area=a little over three fifths, normalized max-slew margin=33.7%, total inserted antenna cells=0, detailed route wirelength on metal3=~1700 um, cell type contributing the most total cell area after synthesis=edfxtp_1, number of H-tree levels=4, summed standard-cell area reported by yosys=between 6000 and 7000 um^2, pin count of the biggest net entering global routing=33, number of inserted filler cells in the final layout=roughly 1,900, Buf+Inv Stages, Crit Path=2, post-placement cell count=~660, total gr overflow=0, Unique cell types=between 40 and 50, detailed-route wire length=between 10,000 and 15,000 um, detail-routed net length per standard cell=about 18 um, combinational gate area=about 1700 um^2, hold-fix buffer count after cts=0, type of the worst setup path=in -> reg, placed cell areas=between 7000 and 8000 um^2, uppermost layer routed=met4, Reg clk slew, reported paths=60 ps, final-report hold violation count=0, Max Cap Viol=0, number of cells produced by synthesis=about 370, clock root cell=clkbuf_16, Mapped Area=6520 um^2, Synth area leaders=edfxtp_1 (63%), dfxtp_1 (8.3%), mux4_2 (8.3%), mux4_1 (3.2%), nor2_1 (2.1%), flip-flop and latch count after synthesis=between 150 and 200, Slowest cell on crit path=nor2_1, first-pass GRT wire length=just under 20,000 um, # rows=roughly 53, PortBufs=23, asr flop ratio synth=0%, Tightest Hold Check Type=reg -> reg, sink count of the clock tree=163, slowest stage delay, CP=between 600 and 700 ps, minimum setup slack among reg-to-reg paths=about 3300 ps, final total power=between 2000 and 2500 uW, Tightest Pin Transition=roughly 990 ps, ratio of routed vias to standard cells=approximately 4.8, mean area per synthesized cell=~18 um^2, number of enable-type register cells in the synthesized netlist=136, chip area=about 22,000 um^2, filler-free cell count of the finished design=~700, IO Pins=24, worst setup path startpoint=soft_reset, data required time of the critical path=roughly 5800 ps, detailed route wirelength on metal2=about 5600 um, Yosys warning count=2, capturing element type of the critical path=flip-flop, number of DRC violations after detailed-routing iteration 0=approximately 220, sum of net half-perimeters after detailed placement=7950 um, clock tree from TritonCTS=yes, Total Neg Setup Slack=0 ps, yosys stat cell total=approximately 370
-- sequential cells by signal, summed over array words and instances (netlist names), named ones only --
name	flops
fifo_mem	128
data_out	8
payload_len	8
count	5
read_ptr	4
write_ptr	4
empty	1
full	1
-- per-layer routing --
metal	up-vias	GRT usage, %
li1	1520	-
met2	144	18.1
met4	0	2.04
met3	15	8.52
met1	1653	16.5
met5	-	0
-- area by class of cell --
type | instances | share of cell area (%)
Timing Repair Buffer | 28 | 3.55
Inverter | 6 | 0.298
Multi-Input combinational cell | 186 | 23.1
Sequential cell | 163 | 61.3
Clock inverter | 14 | 1.56
Tap cell | 275 | 4.56
Clock buffer | 18 | 5.69
-- layout by cell type (no fill, tap or decap), types with 5 or more instances in the layout --
cell	count
a21oi_1	5
a22o_1	5
a22oi_1	16
buf_4	5
clkbuf_16	17
clkdlybuf4s50_1	23
dfxtp_1	26
edfxtp_1	136
ha_1	8
inv_1	6
inv_6	5
mux4_1	8
mux4_2	24
nand2_1	21
nor2_1	37
xnor2_1	7
xor2_1	8
-- worst paths after layout --
path / end / depth (start not counted)
max: fifo_mem[1][1] / 5
min: full / 1
max reg2reg: payload_len[4] / 5
min reg2reg: full / 1
-- stage by stage --
step / util [%] / hold slack, ps
after floorplan: - / 420
after global placement: 33.1 / 464
after detailed placement: 33.1 / 466
after CTS: 35.7 / 481
after global routing: 35.7 / 497
final: 35.7 / 479
-- worst register-to-register path, stage by stage, from the launching register on --
cell	delay (ps)
dfxtp_2	320
buf_4	500
mux4_1	690
a22oi_1	330
nand2_1	160
mux2_4	280
-- cell families (layout without fill, tap and decap cells) --
group                    Yosys count  after routing  synth area share [%]
flip-flops                       163            163                  71.0
AND/OR/NAND/NOR                   90             90                  6.49
multiplexers                      38             38                  12.7
AND-OR/OR-AND                     35             35                  3.96
buffers and inverters             22             66                  2.30
XOR/XNOR                          15             15                  2.02
adder cells (fa/ha/maj)            8              8                  1.54
-- power by group --
part	leakage, uW	switching [uW]	internal [uW]	total, uW
registers	0.00144	3.94	1270	1280
clock network	0.000263	468	561	1030
logic	0.000687	36.6	27.8	64.4
No activity file was given, so power comes from the tool's default toggle rates.
